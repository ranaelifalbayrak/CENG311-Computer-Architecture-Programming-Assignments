==> ./design.v <==
module alu32(alu_out, a, b, zout, alu_control);
output reg [31:0] alu_out;
input [31:0] a,b;
input [2:0] alu_control;
reg [31:0] less;
output zout;
reg zout;
always @(a or b or alu_control)
begin
	case(alu_control)
	3'b000: alu_out = a & b;
	3'b001: alu_out = a | b;
	3'b010: alu_out = a + b; 
	3'b011: alu_out = a ^ b;  
	3'b110: alu_out = a+1+(~b);
	3'b111: begin less = a+1+(~b);
			if (less[31]) alu_out=1;
			else alu_out=0;
		end
	3'b100: alu_out = ~(a|b);  
	default: alu_out=31'bx;
	endcase
zout=~(|alu_out);
end
endmodule
==> ./run.sh <==
#!/bin/bash
# OpenROAD 26Q1-2900-gdf79404cd8, Yosys 0.63+post, stock flow scripts
make -C /OpenROAD-flow-scripts/flow DESIGN_CONFIG=/design/flow/config.mk WORK_HOME=/design/flow/orfs finish
==> ./config.mk <==
export PLATFORM = sky130hd
export DESIGN_NAME = alu32
export DESIGN_NICKNAME = alu32
export VERILOG_FILES = /design/flow/design.v
export SDC_FILE = /design/flow/constraint.sdc
export NUM_CORES = 4
export LEC_CHECK = 1
export CORE_UTILIZATION = 40
==> ./constraint.sdc <==
current_design alu32

set clk_period 19.5
set clk_io_pct 0.2

create_clock -name clk0 -period $clk_period

set non_clock_inputs [all_inputs -no_clocks]
set_input_delay [expr $clk_period * $clk_io_pct] -clock clk0 $non_clock_inputs
set_output_delay [expr $clk_period * $clk_io_pct] -clock clk0 [all_outputs]
==> results_slide.txt <==
Flow Results at a Glance

Placed design
  – Placer Congestion: 1.03
  – Number of cells after detailed placement: 1,256
  – Port bufs: 100
  – Half-perimeter wire length after detailed placement: 19,000 um

Final timing
  – Rel. slew slack: 37.2%
  – Actual slew at the worst max-slew pin: 919 ps
  – RSZ-0062 raised after global routing: false
  – Fmax achieved: 77.9 MHz
  – Min Clock Period, post-route: 12,840 ps
  – Total count of hold-check failures in the final report: 0
  – Sum of negative setup slack: 0 ps
  – Final count of negative-setup-slack endpoints: 0
  – Max-slew violation count: 0
  – Crit share post-route: 65.9%

Critical path
  – Data required, critical path: 15,600 ps
  – Critical path start-end classification: input port to output pin
  – Kind of capture point of the worst setup path: output pin
  – Maximum fanout encountered on the critical timing path: 16
  – Data arrival time of the worst path: 8940 ps
  – Startpoint kind of the worst setup timing path: input port

Run status
  – Result of the run: complete, no violations

Power
  – Cell Pwr Density: 30.5 nW/um^2
  – Maximum vdd ir drop: 0.0000108 V
  – Leakage power summed over all cells: 3.25 nW

Yosys
  – Yosys Chip Area: 6490 um^2
  – Top cells by area: sky130_fd_sc_hd__ha_1 19%, sky130_fd_sc_hd__a21oi_1 6.9%, sky130_fd_sc_hd__inv_1 5.4%
  – Sequential share of the synthesized area: 0%
  – Area of the mapped netlist: 6490 um^2
  – Post-Synthesis Cells: 991
  – Top-area cell type share of the netlist area: 19.3%
  – Cell with the most instances after synthesis: sky130_fd_sc_hd__ha_1
  – Most frequent cells after synthesis: 100 x sky130_fd_sc_hd__ha_1, 94 x sky130_fd_sc_hd__inv_1, 92 x sky130_fd_sc_hd__nor2_1
  – Average cell area after synthesis: 6.55 um^2
  – Largest area contributor in the netlist: sky130_fd_sc_hd__ha_1
  – Synthesis warning total: 1
  – Yosys cell count: 991
  – Unique cell types: 84

Global routing
  – Total routing resource utilization after global routing: 30.0%
  – Wire length of the first global-routing pass: 38,600 um
  – Number of antenna violations at the first check in global routing: 0
  – Met2 GRT Util: 45.0%
  – Final global-route overflow total: 0
  – Met3 usage in global routing: 4.50%
  – Via count of the first global-routing pass: 6,951
  – Largest net degree at the start of global routing: 47
  – Global-route track usage on met1: 44.2%
  – Global-route layer with the greatest usage: met2

Die
  – Top Ports: 100
  – Die extent in x: 129 um
  – Row count: 46
  – Fraction of the core area occupied by cells at floorplan: 40.8%
  – Core ar.: 15,900 um^2
  – Height of the die: 129 um
  – Die footprint: 16,700 um^2

Detailed routing
  – Pre-antenna DRT Iters: 7
  – Routed via count: 7,810
  – Final Routed Wirelength: 24,900 um
  – Number of remaining DRC errors: 0
  – Remaining antenna violation count: 0
  – Average via count per standard cell: 6.22
  – Number of antenna repair diodes: 0
  – Drt wl/cell: 19.8 um
  – Initial DRC Count: 966

Clocking
  – CTS hold repair buffers: 0
  – CTS resizes: 0
  – Setup Fix Bufs, Post-CTS: 0

Finish
  – Clock buffer instance count of the final layout: 0
  – Storage cell area: 0 um^2
  – Sequential cell count of the final layout: 0
  – Area overhead of the layout relative to synthesis: 17.0%
  – Share of cells above drive strength 1: 4.90%
  – Non-filler instance count after layout: 1,256

Run
  – Max-cap viol count: 0
  – Warning total across the stage logs: 100

Hold path
  – Path category of the worst min-delay check: input port to output pin
## path summary, 6_finish.rpt
check / to / slack [ps] / from / cells past startpoint
setup / recovery: zout / 6660 / a[11] / 13
hold / removal: alu_out[6] / 8980 / alu_control[0] / 5
## per-stage QoR
step | cell area [um^2] | worst slack, ps | utilization [%] | power (mW) | hold WS (ps)
after floorplan | 6490 | 8540 | - | 0.142 | 8050
after global placement | 7590 | 6910 | 47.8 | 0.227 | 8970
after detailed placement | 7590 | 6810 | 47.8 | 0.226 | 8980
after CTS | 7590 | 6800 | 47.8 | 0.228 | 8990
after global routing | 7590 | 6520 | 47.8 | 0.252 | 9050
final | 7590 | 6660 | 47.8 | 0.231 | 8980
## layer usage
| metal | up-vias | share of wire, % |
|---|---|---|
| met5 | - | 0 |
| met4 | 0 | 2.9 |
| met3 | 50 | 9.5 |
| met1 | 3568 | 45 |
| met2 | 408 | 42 |
| li1 | 3784 | - |
## area by class of cell
| type | instances | area (um^2) |
|---|---|---|
| fill | 1712 | 8300 |
| multi-input combinational | 834 | 5880 |
| tap | 216 | 270 |
| inverter | 94 | 353 |
| timing repair buffer | 112 | 1090 |
## critical path, stage by stage
cell                              delay [ps]
sky130_fd_sc_hd__clkdlybuf4s50_1         510
sky130_fd_sc_hd__inv_1                    60
sky130_fd_sc_hd__ha_1                    530
sky130_fd_sc_hd__or4_1                   620
sky130_fd_sc_hd__a2111oi_0               810
sky130_fd_sc_hd__o311ai_1                220
sky130_fd_sc_hd__a31oi_1                 260
sky130_fd_sc_hd__mux2_2                  170
sky130_fd_sc_hd__o21ai_0                 100
sky130_fd_sc_hd__or4_1                   570
sky130_fd_sc_hd__or4_1                   530
sky130_fd_sc_hd__nor2_1                  170
sky130_fd_sc_hd__clkdlybuf4s50_1         490
## kinds of logic after synthesis
kind of cell / Yosys count / share of synthesized area (%)
adder cells (fa/ha/maj): 102 / 19.9
XOR/XNOR: 8 / 1.08
AND-OR/OR-AND: 370 / 40.4
buffers and inverters: 157 / 9.39
AND/OR/NAND/NOR: 330 / 25.5
multiplexers: 24 / 3.72
## where the power goes
part / switching (mW) / leakage (nW) / internal, mW
combinational: 0.133 / 3.25 / 0.0984
clock: 0 / 0 / 0
sequential: 0 / 0 / 0
total: 0.133 / 3.25 / 0.0984
## cell usage in the layout (no fill, tap or decap), types with 20 or more instances in the layout
master	instances
sky130_fd_sc_hd__a21o_1	22
sky130_fd_sc_hd__o21ai_0	63
sky130_fd_sc_hd__o211ai_1	20
sky130_fd_sc_hd__mux2i_1	23
sky130_fd_sc_hd__ha_1	100
sky130_fd_sc_hd__nor2_1	92
sky130_fd_sc_hd__nand2_1	75
sky130_fd_sc_hd__inv_1	94
sky130_fd_sc_hd__a21oi_1	89
sky130_fd_sc_hd__nand3_1	24
sky130_fd_sc_hd__clkdlybuf4s50_1	99
sky130_fd_sc_hd__nor3_1	24
Power and IR drop assume default switching activity.
